`design/flow/config.mk`:
```
export PLATFORM = sky130hd
export DESIGN_NAME = MCU_INTERFACE
export DESIGN_NICKNAME = MCU_INTERFACE
export VERILOG_FILES = /design/flow/design.v
export SDC_FILE = /design/flow/constraint.sdc
export NUM_CORES = 4
export LEC_CHECK = 1
export CORE_UTILIZATION = 50
```
`design/flow/run.sh`:
```
#!/bin/bash
# OpenROAD 26Q1-2900-gdf79404cd8, Yosys 0.63+post, stock flow scripts
make -C /OpenROAD-flow-scripts/flow DESIGN_CONFIG=/design/flow/config.mk WORK_HOME=/design/flow/orfs finish
```
`design/flow/design.v`:
```
`timescale 1 ns / 1 ps
module Debounce (
	input      in  ,
	output reg out ,
	input      rst ,
	input      clk
);
parameter DEBOUNCE_LENGTH = 3;
reg [DEBOUNCE_LENGTH - 1 : 0] input_pipe = 0;
always @(posedge clk or posedge rst)
begin
	if (rst)
		input_pipe <= 0;
	else begin
		input_pipe <= {input_pipe, in};
		if      (input_pipe == {DEBOUNCE_LENGTH {1'b1}})		out <= 1   ;
		else if (input_pipe == {DEBOUNCE_LENGTH {1'b0}})		out <= 0   ;
		else                                                    out <= out ;
	end
end
endmodule
`timescale 1 ns / 1 ps
module I2C_SLAVE (
	inout             I2C_sda                    ,
	input             I2C_scl                    ,
	output reg [ 5:0] register_address       = 0 ,
	input      [31:0] data_from_register         ,
	output reg        data_from_register_rd  = 0 ,
	output reg [31:0] data_to_register       = 0 ,
	output reg        data_to_register_wr    = 0 ,
	input             rst                        ,
	input             clk
);
parameter	FPGA_I2C_ADDR =   7'h5E ;
localparam	SDA_OUT_PIPE     = 10 ;
reg                           sda_sampled  = 0 ;
reg                           scl_sampled  = 0 ;
reg                           i2c_start        = 0 ;
reg                           i2c_stop         = 1 ;
reg                           i2c_clk          = 0 ;
reg                           i2c_process      = 0 ;
reg                           i2c_change_data  = 0 ;
reg [35:0]                    data_out         = 0 ;
reg [8:0]                     data_in          = 0 ;
reg [SDA_OUT_PIPE - 1 : 0]    sda_out          = 0 ;
reg                           ack_cycle        = 0 ;
reg                           ack_valid        = 0 ;
reg [8:0]                     bit_cnt          = 0 ;
reg [2:0]                     byte_cnt         = 0 ;
reg                           byte_valid       = 0 ;
reg                           i2c_write_cycle  = 0 ;
reg                           i2c_read_cycle   = 0 ;
Debounce SDA_DEBOUNCE (.in (I2C_sda),	.out (sda_int), 	.rst (rst), 	.clk (clk));
Debounce SCL_DEBOUNCE (.in (I2C_scl),	.out (scl_int), 	.rst (rst), 	.clk (clk));
assign   I2C_sda = sda_out [SDA_OUT_PIPE - 1] ? 1'bz : 1'b0;
always @(posedge clk or posedge rst)
begin
	if (rst)				{sda_sampled, scl_sampled } <= 0;
	else 				  	{sda_sampled, scl_sampled } <= {sda_int, scl_int} ;
end
always @(posedge clk or posedge rst)
begin
	if (rst) begin
		{i2c_start, i2c_clk, i2c_change_data, i2c_process, data_in} <= 0;
		i2c_stop <= 1;
	end else begin
		i2c_start       <=  scl_int &  sda_sampled &~ sda_int ;     
		i2c_stop        <=  scl_int & ~sda_sampled &  sda_int ;     
		i2c_clk         <=  scl_int & ~scl_sampled            ;     
		i2c_change_data <= ~scl_int &  scl_sampled            ;     
		if (i2c_clk)			data_in     <= {data_in, sda_int};	
		if      (i2c_stop)		i2c_process <=  0;
		else if (i2c_start)		i2c_process <=  1;	  
  end
end
always @(posedge clk or posedge rst)
begin
	if (rst)
		{bit_cnt, byte_cnt} <= 0;
	else begin
		if      ((i2c_change_data & (bit_cnt == 9)) | ~i2c_process | i2c_start)		bit_cnt     <= 0;
		else if (i2c_clk)															bit_cnt     <= bit_cnt  + 1;      
		if      (~i2c_process | i2c_start)											byte_cnt    <= 0;
		else if (byte_valid  )														byte_cnt    <= byte_cnt + 1;      
  end
end    
always @(posedge clk or posedge rst)
begin
	if (rst)
		{ack_cycle, ack_valid, i2c_write_cycle, i2c_read_cycle} <= 0;
	else begin
		if      (i2c_change_data & (bit_cnt == 8))												ack_cycle   <=  1;
		else if (i2c_change_data & (bit_cnt == 9))												ack_cycle   <=  0;
		if      (i2c_write_cycle)																ack_valid   <= 1;
		else if (i2c_read_cycle & i2c_change_data & (byte_cnt == 0)) 							ack_valid   <= 1;
		else if (i2c_change_data)																ack_valid   <= 0;
		if (~i2c_process)                                           	                        {i2c_write_cycle, i2c_read_cycle} <= 0;
		else if ((byte_cnt == 0) & (bit_cnt == 8) & (data_in[7:1] == FPGA_I2C_ADDR))			{i2c_write_cycle, i2c_read_cycle} <= {~data_in[0], data_in[0]};
	end
end
always @(posedge clk or posedge rst)
begin
	if (rst)  
		{data_out, sda_out} <= ~0;	  
	else begin
		if (data_from_register_rd)
			data_out <= {data_from_register [ 7 :  0], 1'b0,             
						 data_from_register [15 :  8], 1'b0,
						 data_from_register [23 : 16], 1'b0,
						 data_from_register [31 : 24], 1'b1};
		else if (i2c_change_data)                                               
			data_out <= {data_out, 1'b1};
		if      (i2c_change_data)										sda_out[0]  <= data_out [35];
		else if (ack_cycle & ack_valid)									sda_out[0]  <= 1'b0;
		else if (~i2c_process | ~i2c_read_cycle | (byte_cnt == 0) )		sda_out[0]  <= 1'b1;
		sda_out [SDA_OUT_PIPE - 1 : 1] <= sda_out [SDA_OUT_PIPE - 2 : 0];
	end
end
always @(posedge clk or posedge rst)
begin
	if (rst)
		{byte_valid, register_address, data_to_register, data_to_register_wr} <= 0;
	else begin
		byte_valid             <= i2c_clk & (bit_cnt == 8) ;
		data_to_register_wr    <= i2c_write_cycle & i2c_stop   & (byte_cnt != 2);
		data_from_register_rd  <= i2c_read_cycle  & byte_valid & (byte_cnt == 0);
		if (byte_valid) 		data_to_register    <= {data_in[8:1], data_to_register [31:8]};
		if (byte_valid & i2c_write_cycle & (byte_cnt == 1))
			register_address    <= data_in [8:1];
	end
end
endmodule
`timescale 1 ns / 1 ps
module IO_INPUT (output reg data, input IO_pin, input clk);
reg [2:0] data_sampled = 0;
always @(clk)		{data, data_sampled} <= {data_sampled, IO_pin};
endmodule
module IO_OUTPUT (output reg IO_pin, input data, input clk);
always @(clk)		IO_pin <= data;
endmodule
module IO_INOUT (inout IO_pin, output reg data_in, input data_out, input data_oe, input clk);
reg       data_out_sampled = 0;
reg       data_oe_sampled  = 0;
reg [2:0] data_sampled     = 0;
assign IO_pin = data_oe_sampled ?  1'bz : data_out_sampled;
always @(clk)		
begin
	data_out_sampled        <= data_out ;
	data_oe_sampled         <= data_oe  ;	
	{data_in, data_sampled} <= {data_sampled, IO_pin};
end
endmodule
`timescale 1 ns / 1 ps
module MCU_INTERFACE (
	input              uart_rx               ,			 
	output             uart_tx               ,			 
	output       [7:0] uart_rx_data_out      ,			 
	output             uart_rx_data_out_valid,			 
	input        [7:0] uart_tx_data_in       ,			 
	input              uart_tx_data_wr       ,			 
	input              uart_tx_busy          ,			 
	input              uart_enable           ,           
	inout             I2C_sda                ,			 
	input             I2C_scl                ,			 
	output       [5:0] register_address      ,			 
	output      [31:0] data_to_register      ,			 
	output             data_to_register_wr   ,			 
	input       [31:0] data_from_register    ,			 
	output             data_from_register_rd ,			 
	input              rst                   ,
	input              clk
);
parameter	CLK_FRQ_MHZ		=     24 ,
			BAUD_RATE		= 115200 ,
			FPGA_I2C_ADDR	=  7'h5E ;
localparam  LSB_FIRST		=      1 ;
wire        uart_tx_int			;			 
wire        uart_rx_int			;			 
IO_INPUT  IO_CPU_UART_TX (
	.IO_pin                  (uart_rx                ),
	.data                    (uart_rx_int            ),
	.clk                     (clk                    )
);
UART_RX #(
	.CLK_FRQ_MHZ             (CLK_FRQ_MHZ            ),
	.BAUD_RATE               (BAUD_RATE              ),
	.LSB_FIRST               (LSB_FIRST              )
) CPU_UART_RX_J1708 (                                      
	.uart_rx                 (uart_rx_int            ),
	.data_out                (uart_rx_data_out       ),
	.data_out_valid          (uart_rx_data_out_valid ),
	.uart_rx_busy            (                       ),
	.enable                  (1            ),
	.rst                     (rst                    ),
	.clk                     (clk                    )
);                          
UART_TX #(                  
	.CLK_FRQ_MHZ             (CLK_FRQ_MHZ            ),
	.BAUD_RATE               (BAUD_RATE              ),
	.LSB_FIRST               (LSB_FIRST              )
) CPU_UART_TX_J1708 (                                     
	.data_in                 (uart_tx_data_in        ),
	.data_in_valid           (uart_tx_data_wr        ),
	.uart_tx                 (uart_tx_int            ),
	.uart_tx_busy            (uart_tx_busy           ),
	.enable                  (1            ),	
	.rst                     (rst                    ),
	.clk                     (clk                    )
);
IO_OUTPUT IO_CPU_UART_RX (
	.IO_pin                  (uart_tx                ),
	.data                    (uart_tx_int            ),
	.clk                     (clk                    )
);
I2C_SLAVE #(
	.FPGA_I2C_ADDR           (FPGA_I2C_ADDR          )
) CPU_I2C_SLAVE (                                    
	.I2C_sda                 (I2C_sda                ),	
	.I2C_scl                 (I2C_scl                ),
	.register_address        (register_address       ),
	.data_from_register      (data_from_register     ),
	.data_from_register_rd   (data_from_register_rd  ),
	.data_to_register        (data_to_register       ),
	.data_to_register_wr     (data_to_register_wr    ),
	.rst                     (rst                    ),
	.clk                     (clk                    )
);
endmodule
`timescale 1 ns / 1 ps
module UART_RX (
	input            uart_rx            ,
	output reg [7:0] data_out        = 0,
	output reg       data_out_valid  = 0,
	output reg   	 uart_rx_busy    = 0,
	input            enable             ,
	input            rst                ,
	input            clk
);
parameter	CLK_FRQ_MHZ   =   24 ,
			BAUD_RATE     = 9600 ,
			LSB_FIRST     =    1 ;
localparam	integer BAUD_RATE_CLK_RATIO = (CLK_FRQ_MHZ * 1e6 / BAUD_RATE);
localparam				UART_DATA_WIDTH	    =   10 ,		 
          			START_BIT           = 1'b0 ,
          			STOP_BIT            = 1'b1 ;
reg  [3:0]  uart_rx_cnt     = 0;
reg  [31:0]	baud_rate_cnt   = 0;
reg   		sample_rate     = 0;
reg   		baud_rate_pulse = 0;
always @(posedge clk or posedge rst)
begin
	if (rst)
		{sample_rate, baud_rate_pulse, uart_rx_busy, baud_rate_cnt} <= 0;
	else if (!enable)
		{sample_rate, baud_rate_pulse, uart_rx_busy, baud_rate_cnt} <= 0;
	else  begin
		sample_rate     <=  baud_rate_cnt == (BAUD_RATE_CLK_RATIO / 2);
		baud_rate_pulse <=  baud_rate_cnt == (BAUD_RATE_CLK_RATIO - 1);
		if      (sample_rate & ~uart_rx_busy)		uart_rx_busy  <= 1;							 
		else if (data_out_valid) 					uart_rx_busy  <= 0;							 
		if      (baud_rate_pulse)					baud_rate_cnt <= 0;							 
		else if (uart_rx_busy)						baud_rate_cnt <= baud_rate_cnt + 1;			 
		else if (!uart_rx)							baud_rate_cnt <= baud_rate_cnt + 1;			 
		else 										baud_rate_cnt <= 0;							 
		if (!uart_rx_busy)							uart_rx_cnt <= 0;							 
		else if (sample_rate)						uart_rx_cnt <= uart_rx_cnt + 1;
	end
end
always @(posedge clk or posedge rst)
begin
	if (rst)
		{data_out, data_out_valid}  <= 0;
	else if (!enable)
		{data_out, data_out_valid}  <= 0;
	else begin
		data_out_valid <= baud_rate_pulse & (uart_rx_cnt == UART_DATA_WIDTH - 2);				 
		if (sample_rate)
			data_out <= LSB_FIRST ? {data_out, uart_rx} : {uart_rx, data_out[7:1]};				 
	end
end
endmodule
`timescale 1 ns / 1 ps
module UART_TX (
	input [7:0] data_in          ,			 
	input       data_in_valid    ,			 
	output      uart_tx          ,			 
	output reg  uart_tx_busy  = 0,			 
	input       enable           ,
	input       rst              ,
	input       clk
);
parameter	CLK_FRQ_MHZ   =   24 ,
			BAUD_RATE     = 9600 ,
			LSB_FIRST     =    1 ;
localparam	integer BAUD_RATE_CLK_RATIO = (CLK_FRQ_MHZ * 1e6 / BAUD_RATE) ;
localparam	     			UART_DATA_WIDTH	    =   11 ,		 
                			START_BIT           = 1'b0 ,
                			STOP_BIT            = 1'b1 ;
reg  [UART_DATA_WIDTH - 1 : 0]	uart_tx_data = {UART_DATA_WIDTH {STOP_BIT}};
reg  [3:0]  uart_tx_cnt     = 0;
reg  [31:0]	baud_rate_cnt   = 0;
reg   		baud_rate_pulse = 0;
assign uart_tx = LSB_FIRST ? uart_tx_data [UART_DATA_WIDTH - 1] : uart_tx_data [0];
always @(posedge clk or posedge rst)
begin
	if (rst)
		{baud_rate_pulse, baud_rate_cnt} <= 0;
	else if (!enable)
		{baud_rate_pulse, baud_rate_cnt} <= 0;
	else  begin
		baud_rate_pulse <=  baud_rate_cnt == (BAUD_RATE_CLK_RATIO - 1);
		baud_rate_cnt   <= (baud_rate_pulse |~ uart_tx_busy) ? 0 : baud_rate_cnt + 1;
	end
end
always @(posedge clk or posedge rst)
begin
	if (rst)									uart_tx_data <= {UART_DATA_WIDTH {STOP_BIT}};
	else if (!enable)							uart_tx_data <= {UART_DATA_WIDTH {STOP_BIT}};
	else if (data_in_valid &~ uart_tx_busy) 	uart_tx_data <= LSB_FIRST ? {START_BIT, data_in, STOP_BIT, STOP_BIT} : {STOP_BIT , STOP_BIT, data_in, START_BIT} ;
	else if (baud_rate_pulse)					uart_tx_data <= LSB_FIRST ? {uart_tx_data, STOP_BIT}                  : {STOP_BIT, uart_tx_data [UART_DATA_WIDTH - 1 : 1]};
end
always @(posedge clk or posedge rst)
begin
	if (rst)
	   {uart_tx_busy, uart_tx_cnt}  <= 0;
	else if (!enable)
	   {uart_tx_busy, uart_tx_cnt}  <= 0;
	else begin
		if (~uart_tx_busy)								uart_tx_cnt <= 0;								 
		else if (baud_rate_pulse)						uart_tx_cnt <= uart_tx_cnt + 1;					 
		if (uart_tx_cnt == UART_DATA_WIDTH)				uart_tx_busy <= 0;								 
		else if (data_in_valid &~ uart_tx_busy)			uart_tx_busy <= 1;								 
	end
end
endmodule
```
`design/flow/constraint.sdc`:
```
current_design MCU_INTERFACE

set clk_period 5.0
set clk_io_pct 0.2

create_clock -name clk0 -period $clk_period [get_ports {clk}]

set non_clock_inputs [all_inputs -no_clocks]
set_input_delay [expr $clk_period * $clk_io_pct] -clock clk0 $non_clock_inputs
set_output_delay [expr $clk_period * $clk_io_pct] -clock clk0 [all_outputs]
```
==> run notes <==
Update from the flow run.

The run stopped with a tool error. The last stage reached is synthesis (1_2_yosys). The first error in the log reads "ERROR: Found 1 problems in 'check -assert'". The synthesized design contains 5 enable-type register cells. The total of warnings raised by yosys is 14. The number of cells in the yosys synthesis report is 566. The async set-reset flop share out of synthesis is 95.8%. The number of flip-flops and latches in the synthesized netlist is 119.

The number of distinct library cells after synthesis is 40. For this run, the leading register cell type out of synthesis is dfrtp_1. The share of the yosys chip area belonging to registers is 51.9%. The yosys-reported design area after synthesis is 5810 sq um.
kinds of logic after synthesis:
logic type	synth area share, %
AOI/OAI and AO/OA	1.87
xor gates and xnor gates	10.9
adders and majority gates	2.37
buffers and inverters	7.22
DFF	51.9
muxes	3.45
other	0.0646
and+or+nand+nor	22.3
synthesized netlist by cell type (2+ instances only):
| library cell | n | share of area (%) |
|---|---|---|
| dfrtp_1 | 104 | 45 |
| nor2_1 | 91 | 5.9 |
| xor2_1 | 54 | 8.1 |
| buf_4 | 40 | 5.2 |
| nand2_1 | 40 | 2.6 |
| nand4_1 | 34 | 3.7 |
| nand3_1 | 24 | 2.1 |
| xnor2_1 | 18 | 2.7 |
| inv_1 | 17 | 1.1 |
| nor4_1 | 16 | 1.7 |
| clkbuf_1 | 12 | 0.78 |
| ha_1 | 11 | 2.4 |
| mux2i_1 | 11 | 1.9 |
| o21ai_0 | 11 | 0.95 |
| and2_1 | 10 | 1.1 |
| dfstp_2 | 10 | 4.5 |
| and3_1 | 8 | 0.86 |
| mux2_2 | 8 | 1.6 |
| nor3_1 | 7 | 0.60 |
| a21oi_1 | 5 | 0.43 |
| edfxtp_1 | 5 | 2.6 |
| nor2b_1 | 5 | 0.54 |
| or3_1 | 4 | 0.43 |
| and4_1 | 2 | 0.30 |
| buf_2 | 2 | 0.17 |
| nor4_4 | 2 | 0.73 |
| or4_1 | 2 | 0.26 |
