$ cat flow/run.sh
#!/bin/bash
# OpenROAD 26Q1-2900-gdf79404cd8, Yosys 0.63+post, stock flow scripts
make -C /OpenROAD-flow-scripts/flow DESIGN_CONFIG=/design/flow/config.mk WORK_HOME=/design/flow/orfs finish
$ cat flow/config.mk
export PLATFORM = sky130hd
export DESIGN_NAME = SMALL_FIFO
export DESIGN_NICKNAME = SMALL_FIFO
export VERILOG_FILES = /design/flow/design.v
export SDC_FILE = /design/flow/constraint.sdc
export NUM_CORES = 4
export LEC_CHECK = 1
export CORE_UTILIZATION = 40
$ cat flow/constraint.sdc
current_design SMALL_FIFO

set clk_period 4.1
set clk_io_pct 0.2

create_clock -name clk0 -period $clk_period [get_ports {clk}]

set non_clock_inputs [all_inputs -no_clocks]
set_input_delay [expr $clk_period * $clk_io_pct] -clock clk0 $non_clock_inputs
set_output_delay [expr $clk_period * $clk_io_pct] -clock clk0 [all_outputs]
$ cat flow/design.v
`timescale 1 ns / 1 ps
module SMALL_FIFO #(parameter 
	DATA_WIDTH = 8,
	FIFO_DEPTH = 20
) (
	input        [DATA_WIDTH - 1 : 0]  data_in            ,
	input                              write              ,
	input                              read               ,
	output reg   [DATA_WIDTH - 1 : 0]  data_out       = 0 ,
	output reg                         data_out_valid = 0 ,
	output                             empty              ,
	output                             full               ,
	input                              enable             ,
	input                              rst,
	input                              clk
);
integer i;
reg [DATA_WIDTH - 1 : 0] mem_data  [0 : FIFO_DEPTH];
reg                      mem_wr_en [0 : FIFO_DEPTH];
wire   wr = write &~ full ;
wire   rd = read &~ empty;
assign empty = ~mem_wr_en [0];
assign full  =  mem_wr_en [FIFO_DEPTH - 1] &  mem_wr_en [FIFO_DEPTH - 2] ;
always @(posedge clk or posedge rst)
begin
	if (rst)
		for (i = 0; i <= FIFO_DEPTH; i = i + 1)
			{mem_wr_en [i], mem_data [i]} <= 0;
	else if (!enable)
		for (i = 0; i <= FIFO_DEPTH; i = i + 1)
			mem_wr_en [i] <= 0;	
	else begin			
		if (rd || (mem_wr_en [0] == 0)) begin
			mem_data  [0] <= mem_data  [1];
			mem_wr_en [0] <= mem_wr_en [1];
		end
		for (i = 1; i < FIFO_DEPTH; i = i + 1) begin
			if (rd || (mem_wr_en  [i-1] == 0) || (mem_wr_en [i] == 0)) begin
				mem_data  [i] <= mem_data  [i + 1];
				mem_wr_en [i] <= mem_wr_en [i + 1];
			end	
		end
		mem_data  [FIFO_DEPTH] <= data_in;
		mem_wr_en [FIFO_DEPTH] <= wr;
	end
end
always @(posedge clk or posedge rst)
begin
	if (rst)
		{data_out_valid, data_out} <= 0;
	else begin
		data_out_valid <= enable & rd;
		if (enable & rd)
			data_out <= mem_data[0];
	end
end
endmodule
==> summary.txt <==
cell depth of the worst flop-to-flop path -> 4
synth warn -> 3
Hold Crit Start -> mem_wr_en[20]
CP peak stage delay -> 0.56 ns
TritonCTS Buffers -> 17
Crit Path Max Fanout -> 26
WL/cell -> 14.3 µm
Worst-path clk slew -> 0.07 ns
CTS tree -> yes
worst reg2reg path startpoint -> mem_wr_en[0]
WL final -> 10600 µm
routability cong. -> 0.731
# port buffers -> 23
share of layout cells above drive strength 1 -> 46.3%
via count -> 3677
slowest CP cell -> clkdlybuf4s50_1
vias in the first global route -> 3925
root buffer cell -> clkbuf_16
DIE AREA -> 19500 µm²
Worst slew margin -> 48.8%
distinct cell type count after synthesis -> 21
final-report hold violation count -> 0
Seq share, synth -> 65.2%
power density cells -> 629 nW/µm²
pin count of the biggest net entering global routing -> 114
GRT Resource Usage Total -> 12.5%
Max Clock Skew -> 0.00855 ns
Iter 0 DRT Violations -> 125
WHS Endpoint -> mem_wr_en[19]
area of the core -> 18600 µm²
Inst Count DP -> 712
DR DRC count -> 0
Die H -> 140 µm
critical path type -> input pin to flop
first-pass GRT wire length -> 19400 µm
peak supply drop -> 0.000307 V
# Cells Yosys -> 459
Worst Path Arrival -> 2.95 ns
Post-Syn Instances -> 459
outcome -> completed
grt total ovfl -> 0
Static Leakage -> 3.76 nW
fin crit period -> 2.64 ns
WHS -> 0.495 ns
post-cts gate resize count -> 0
share of synthesized registers carrying an async set or reset -> 100%
worst skew pair latency -> 0.42 ns
Most common reg cell -> dfrtp_1
Worst-Margin Slew -> 0.766 ns
number of enable flip-flop cells -> 0
worst path cell trace -> clkdlybuf4s50_1 -> nand2_2 -> buf_4 -> a31oi_4 -> mux2_2
clk sink count -> 198
initial antenna violation count -> 0
max cap viols -> 0
Critical R2R Capture -> mem_data[10][0]
critical path startpoint -> read
num rows -> 50
Via-to-Cell Ratio -> 4.94
crit path launch type -> input pin
Max Fclk -> 0.378 GHz
DP HPWL -> 7120 µm
Hold WC Path Type -> flop to flop
tool warnings -> 27
Max Slew Vio Count -> 0
type of element capturing the critical path -> flop
#FFs+latches synth -> 198
floorplan core density -> 40.7%
placed instance area -> 8110 µm²
DR pass1 iterations -> 4
mean area per synthesized cell -> 16.5 µm²
CP Depth -> 5
setup violators final -> 0
fillcell total -> 1573
Final Cell Area -> 8740 µm²
crit path DRT -> 4.40 ns
non-filler instance count after layout -> 744
crit share post-route -> 64.4%
Top delay family on crit path -> buffers and inverters
synthesized area -> 7590 µm²
unrepaired setup endpoints after global routing -> false
setup_tns -> 0 ns
setup bufs post-CTS -> 0
Hold Path Depth -> 2
cts hold-fix bufs -> 0
Critical path buffers and inverters -> 2
die width -> 140 µm
synthesized chip area reported by yosys -> 7590 µm²
R2R setup slack -> 2.04 ns
# IOs -> 24
CTS H-tree lvls -> 4
Clock Tree Buf Depth -> 2
diode count -> 0
area grow syn2layout -> 15.1%
DRT antenna net count -> 0
## cell usage after synthesis (2+ instances only)
master   number  area [µm²]
a31oi_4      11         234
dfrtp_1     198        4950
nand2_1       5        18.8
o21ai_2       5        43.8
buf_4         2        15.0
buf_2         5        25.0
mux2_2      176        1980
inv_1         5        18.8
nor2_1       21        78.8
a31oi_2       3        37.5
a31oi_1      18         113
## through the flow
stage / util [%] / power [W] / worst slack, ns
after floorplan: - / 0.00357 / 0.720
after global placement: 43.5 / 0.00377 / 1.09
after detailed placement: 43.5 / 0.00381 / 1.04
after CTS: 46.9 / 0.00558 / 1.47
after global routing: 46.9 / 0.00583 / 1.34
final: 46.9 / 0.00550 / 1.46
## worst max path at each step
stage,end,slack [ns]
after CTS,mem_data[11][1],1.47
after global routing,mem_data[7][1],1.34
final,mem_data[10][0],1.46
## power by group
group	leakage, nW	internal (W)	switching, W	total (W)
sequential	2.44	0.00263	0.000340	0.00297
clock	0.309	0.00105	0.000699	0.00174
combinational	1.02	0.000544	0.000241	0.000785
## cells by family (layout without fill, tap and decap cells)
logic type / after synthesis / in the layout / synth area share (%)
compound gates: 38 / 38 / 5.70
mux: 176 / 176 / 26.1
simple gates: 31 / 31 / 1.73
buf+inv: 16 / 67 / 1.22
flops: 198 / 198 / 65.2
## worst reg2reg max path, cell delays in order (launching register included)
cell	delay [ns]
dfrtp_1	0.40
nand2_2	0.45
buf_4	0.39
a31oi_4	0.33
mux2_2	0.39
## layer usage
layer | vias up | wire length (µm) | track usage [%]
met5 | - | 0 | 0
met4 | 0 | 72 | 1.04
met3 | 5 | 334 | 2.91
met2 | 29 | 4940 | 18.7
met1 | 1901 | 5260 | 20.6
li1 | 1742 | - | -
## final cells by class
| class | count | area [µm²] | area share, % |
|---|---|---|---|
| inverters | 6 | 26.3 | 0.301 |
| well taps | 234 | 293 | 3.35 |
| clock buffers | 18 | 439 | 5.02 |
| multi-input cells | 245 | 2550 | 29.1 |
| repair buffers | 29 | 288 | 3.29 |
| clock inverters | 14 | 196 | 2.25 |
| flip-flops and latches | 198 | 4950 | 56.7 |
## flip-flops by register name, indices dropped and copies added (netlist names)
register and flops:
data_out_valid 1, data_out 8, mem_data 168, mem_wr_en 21
## layout by cell type (no fill, tap or decap), types with 3 or more instances in the layout
| cell | synthesis | layout |
|---|---|---|
| clkinvlp_4 | 0 | 3 |
| buf_4 | 2 | 5 |
| nor2_1 | 21 | 21 |
| clkbuf_16 | 0 | 17 |
| clkinv_2 | 0 | 3 |
| clkdlybuf4s50_1 | 0 | 23 |
| inv_1 | 5 | 4 |
| mux2_2 | 176 | 176 |
| dfrtp_1 | 198 | 198 |
| nand2_1 | 5 | 5 |
| a31oi_1 | 18 | 18 |
| o21ai_2 | 5 | 5 |
| inv_6 | 0 | 3 |
| bufinv_16 | 0 | 4 |
| a31oi_2 | 3 | 3 |
| a31oi_4 | 11 | 11 |
Power is estimated from default activity; no workload was simulated.
