==> ./design.v <==
`timescale 1 ns / 1 ps
module LEDS (
	output reg    led1_red         , led2_red         , led3_red         ,
	output reg    led1_green       , led2_green       , led3_green       ,
	output reg    led1_blue        , led2_blue        , led3_blue        ,
	input  [7:0]  led1_red_value   , led2_red_value   , led3_red_value   ,
	input  [7:0]  led1_green_value , led2_green_value , led3_green_value ,
	input  [7:0]  led1_blue_value  , led2_blue_value  , led3_blue_value  ,
	input  [7:0]  led1_DC_value    , led2_DC_value    , led3_DC_value    ,
	input         rst              ,
	input         clk
);
localparam	CLK_FRQ_MHZ                = 24  ,
			COLOR_CNT_MAX_VALUE        = 255 ,
			PULSE_PER_SECOND           = (CLK_FRQ_MHZ * 1024),							 
			BRIGHTNESS_FACTOR          =  8  ,											 
			BRIGHTNESS_TIME_RESOLUTION = (PULSE_PER_SECOND / BRIGHTNESS_FACTOR) ;		 
reg  [31:0] cnt_time       = 0;
reg  [ 7:0] cnt_color     = 0;
reg         led1_red_int   = 0;
reg         led1_green_int = 0;
reg         led1_blue_int  = 0;
reg         led1_dc_int    = 0;
reg         led2_red_int   = 0;
reg         led2_green_int = 0;
reg         led2_blue_int  = 0;
reg         led2_dc_int    = 0;
reg         led3_red_int   = 0;
reg         led3_green_int = 0;
reg         led3_blue_int  = 0;
reg         led3_dc_int    = 0;
always @(posedge clk or posedge rst)
begin
	if (rst)
		{cnt_color, cnt_time} <= 0;
	else begin
		if (cnt_color ==   COLOR_CNT_MAX_VALUE       - 1)			cnt_color <= 0;
		else														cnt_color <= cnt_color + 1;
		if (cnt_time   == (BRIGHTNESS_TIME_RESOLUTION - 1))			cnt_time   <= 0;
		else														cnt_time   <= cnt_time   + 1;
	end
end
always @(posedge clk or posedge rst)
begin
	if (rst) begin
		{led1_red_int, led1_green_int, led1_blue_int, led1_dc_int} <= 0;
		{led2_red_int, led2_green_int, led2_blue_int, led2_dc_int} <= 0;
		{led3_red_int, led3_green_int, led3_blue_int, led3_dc_int} <= 0;
	end else begin		
		led1_red_int <= (cnt_color == led1_red_value) ? 0 : (cnt_color == 0) ? 1 : led1_red_int;
		led1_green_int <= (cnt_color == led1_green_value) ? 0 : (cnt_color == 0) ? 1 : led1_green_int;
		led1_blue_int <= (cnt_color == led1_blue_value) ? 0 : (cnt_color == 0) ? 1 : led1_blue_int;
		led1_dc_int <= (cnt_time == led1_DC_value * (BRIGHTNESS_TIME_RESOLUTION / 256)) ? 0 : (cnt_time == 0) ? 1 : led1_dc_int;		 
		led2_red_int <= (cnt_color == led2_red_value) ? 0 : (cnt_color == 0) ? 1 : led2_red_int;
		led2_green_int <= (cnt_color == led2_green_value) ? 0 : (cnt_color == 0) ? 1 : led2_green_int;
		led2_blue_int <= (cnt_color == led2_blue_value) ? 0 : (cnt_color == 0) ? 1 : led2_blue_int;
		led2_dc_int <= (cnt_time == led2_DC_value * (BRIGHTNESS_TIME_RESOLUTION / 256)) ? 0 : (cnt_time == 0) ? 1 : led2_dc_int;		 
		led3_red_int <= (cnt_color == led3_red_value) ? 0 : (cnt_color == 0) ? 1 : led3_red_int;
		led3_green_int <= (cnt_color == led3_green_value) ? 0 : (cnt_color == 0) ? 1 : led3_green_int;
		led3_blue_int <= (cnt_color == led3_blue_value) ? 0 : (cnt_color == 0) ? 1 : led3_blue_int;
		led3_dc_int <= (cnt_time == led3_DC_value * (BRIGHTNESS_TIME_RESOLUTION / 256)) ? 0 : (cnt_time == 0) ? 1 : led3_dc_int;		 
	end
end
always @(posedge clk or posedge rst)
begin
	if (rst) begin
		{led1_red, led1_green, led1_blue } <= 0;
		{led2_red, led2_green, led2_blue } <= 0;
		{led3_red, led3_green, led3_blue } <= 0;
	end else begin
		led1_red   <= led1_dc_int & led1_red_int    ;
		led1_green <= led1_dc_int & led1_green_int  ;
		led1_blue  <= led1_dc_int & led1_blue_int   ;
		led2_red   <= led2_dc_int & led2_red_int    ;
		led2_green <= led2_dc_int & led2_green_int  ;
		led2_blue  <= led2_dc_int & led2_blue_int   ;
		led3_red   <= led3_dc_int & led3_red_int    ;
		led3_green <= led3_dc_int & led3_green_int  ;
		led3_blue  <= led3_dc_int & led3_blue_int   ;
	end
end
endmodule
==> ./run.sh <==
#!/bin/bash
# OpenROAD 26Q1-2900-gdf79404cd8, Yosys 0.63+post, stock flow scripts
make -C /OpenROAD-flow-scripts/flow DESIGN_CONFIG=/design/flow/config.mk WORK_HOME=/design/flow/orfs finish
==> ./config.mk <==
export PLATFORM = sky130hd
export DESIGN_NAME = LEDS
export DESIGN_NICKNAME = LEDS
export VERILOG_FILES = /design/flow/design.v
export SDC_FILE = /design/flow/constraint.sdc
export NUM_CORES = 4
export LEC_CHECK = 1
export CORE_UTILIZATION = 30
==> ./constraint.sdc <==
current_design LEDS

set clk_period 5.6
set clk_io_pct 0.2

create_clock -name clk0 -period $clk_period [get_ports {clk}]

set non_clock_inputs [all_inputs -no_clocks]
set_input_delay [expr $clk_period * $clk_io_pct] -clock clk0 $non_clock_inputs
set_output_delay [expr $clk_period * $clk_io_pct] -clock clk0 [all_outputs]
==> changes_impl.md <==
### Changed

* Flip-flop count of the largest register, all copies and words added at 32
* Count of boundary I/O pins at ~110
* Synth unique cells at around 57
* Wire length of the first global-routing pass at 18.5 mm
* Number of global-route vias before repair at 3919
* Worst slack on hold paths at 0.479 ns
* Path type of the worst min-delay path: flop to flop
* Area of the placeable core at between 0.015 and 0.02 mm²
* Insertion Delay late pin at around 0.32 ns
* Max-cap check violation count at 0
* Critical Path Fanout Max at 6
* Cell repeated most along the worst path: sky130_fd_sc_hd__a21oi_1
* Number of diodes added for antenna fixing at 0
* Highest ir drop seen on vdd at around 130 µV
* Number of cells produced by synthesis at about 520
* Post CTS Setup Buffer Count at 0
* Largest registers: cnt_time x32, cnt_color x8
* Fillcell total at ~1500
* Pin count of the biggest net entering global routing at 62
* Register bank with the most flops: cnt_time
* Die outline area at about 0.017 mm²
* Worst path cell trace: clkdlybuf4s50_1, ha_1, inv_1, fa_1, nand2b_1, a21oi_1, a21oi_1, a31o_2, nor4_1, a31oi_1
* Path type of the worst setup path: input pin to flop
* Cell Pwr Density at just over 200 mW/mm²
* Final Hold Vio Count at 0
* Most repeated cell in the gate-level netlist after synthesis: sky130_fd_sc_hd__xor2_1
* Placed wire-length estimate after detailed placement at about 8.6 mm
* Number of antenna-violating nets in the routed design at 0
* Synth async-reset ratio at ~100%
* Fraction of synthesized cell area taken by the top area cell type at 31.7%
* Antenna violations before repair at 0
* Maximum clock frequency at 300 MHz
* Total cell area at the placement stage at between 0.006 and 0.007 mm²
* Setup TNS at 0 ns
* Crit path DAT at 3.53 ns
* Seq/Total Area, Yosys at about a third
* Count of vias placed by the detailed router at 3930
* Number of I/O port buffers at around 110
* Weighted congestion at the end of routability-driven global placement at roughly 0.81
* Max-slew violation count at 0
* H-tree depth reported by CTS at 3
* Total power after layout at 1.28 mW
* Area added between synthesis and finish at 31.4%
* Layout cell share with drive strength beyond 1 at ~5.3%
* Most common reg cell: sky130_fd_sc_hd__dfrtp_1
* Die span in x at approximately 130 µm
* Number of clock sinks seen by CTS at 61
* Library cell with the largest summed area after synthesis: sky130_fd_sc_hd__dfrtp_1
* Type of origin of the critical path: input pin
* Remaining global-route overflow at 0
* Site row count at around 45
* Clock skew after layout at approximately 0.0056 ns
* Relative slew slack at about half
* Total iterations of the first detailed-routing run at 6
* Buffer depth of the longest clock path at 2
* Worst Tran Pin Value at about 0.77 ns
* Number of OpenROAD warnings at 31
* Final critical-path share of the clock period at between 50% and 60%
* Flops & latches, synth at 61
* Clock period minus final worst setup slack at about 3.3 ns
* Post-Route Utilization at 41.0%
* Quantity of hold-fixing buffers added after cts at 0
* Core utilization before placement at roughly 31%
* Most instantiated cells after synthesis: sky130_fd_sc_hd__xor2_1 (96), sky130_fd_sc_hd__dfrtp_1 (61), sky130_fd_sc_hd__xnor2_1 (50)
* Violation tally from detailed-route iteration zero at ~160
* Crit. End Element: flop
* DR WL/cell at 13.5 µm
* Cells resized by post-CTS repair at 0
* Number of buffers inserted during clock tree synthesis at 9
* Area figure in the yosys stat output at 0.00482 mm²
* Result of the run: completed
* Final setup violation count at 0
* Root buffer cell: sky130_fd_sc_hd__clkbuf_16
* TritonCTS clock tree: yes
* Final Routed Wirelength at between 10 and 15 mm
* Leak pwr at 2.71 nW
* Residual DRC at 0
* Yosys cell count at approximately 520
* Number of synthesized flops with an enable pin at 0
* Setup repair after global routing missed its margin: false
* Cell with the largest stage delay on the worst path: sky130_fd_sc_hd__clkdlybuf4s50_1
* Die y size at 129 µm
* Clock slew seen by the registers of the worst setup and hold paths at approximately 0.050 ns
* Synthesized area at around 0.0048 mm²
* Post-route design area at 0.00633 mm²
* Number of warnings printed during yosys synthesis at 1
* Delay of the slowest critical-path stage at around 0.50 ns
* Overall routing resource usage at around 14%
* Required @ worst endpoint at approximately 5.8 ns
* Average vias per placed instance at about 4.7
* Top cells by area: sky130_fd_sc_hd__dfrtp_1 (32%), sky130_fd_sc_hd__xor2_1 (17%), sky130_fd_sc_hd__xnor2_1 (9.1%)
* Post-Synthesis Mean Instance Area at approximately 9 µm²
## logic make-up after synthesis
kind of cell,synth area share [%]
DFF,31.7
xor gates and xnor gates,26.9
AOI/OAI and AO/OA,7.90
muxes,0.857
and+or+nand+nor,19.6
buffers and inverters,4.29
adders and majority gates,8.78
## metrics by stage
| step | cells | setup WS (ns) |
|---|---|---|
| final | 833 | 2.27 |
| after global routing | 833 | 2.12 |
| after CTS | 833 | 2.26 |
| after detailed placement | 817 | 1.95 |
| after global placement | 817 | 1.99 |
| after floorplan | 520 | 2.65 |
## report_power, final
part           total (mW)  switching [mW]  internal [mW]  leakage [nW]
Combinational       0.262           0.108          0.155          1.83
Sequential          0.469         0.00867          0.460         0.743
Clock               0.548           0.194          0.354         0.140
## worst paths after layout
check	slack [ns]	endpoint	cells after the start	from
setup / recovery	2.27	led1_dc_int	10	led1_DC_value[1]
setup reg to reg	3.39	led2_blue_int	6	cnt_color[0]
hold reg to reg	0.48	cnt_time[31]	1	cnt_time[31]
max in group asynchronous	3.75	cnt_time[2]	3	rst
min in group asynchronous	1.33	led2_blue_int	3	rst
hold / removal	0.48	cnt_time[31]	1	cnt_time[31]
## cells in the final DEF, fill, tap and decap left out, types with 22 or more instances in the layout
cell type,n
sky130_fd_sc_hd__clkdlybuf4s50_1,106
sky130_fd_sc_hd__xor2_1,96
sky130_fd_sc_hd__dfrtp_1,61
sky130_fd_sc_hd__xnor2_1,50
sky130_fd_sc_hd__nor2_1,47
sky130_fd_sc_hd__ha_1,29
sky130_fd_sc_hd__nor4_1,26
sky130_fd_sc_hd__a21oi_1,24
sky130_fd_sc_hd__nand2_1,23
sky130_fd_sc_hd__inv_1,22
## worst max-delay path: cells and delay by family
| kind | cells | cell delay (ns) |
|---|---|---|
| AOI/OAI and AO/OA | 4 | 0.83 |
| adders and majority gates | 2 | 0.59 |
| buffers and inverters | 2 | 0.56 |
| and+or+nand+nor | 2 | 0.42 |
## area by class of cell
cell class                      count  area (µm²)  area share [%]
Clock inverter                      6        62.6           0.988
Tap cell                          211         264            4.17
Inverter                           23        86.3            1.36
Sequential cell                    61        1530            24.1
Clock buffer                       10         239            3.77
Multi-Input combinational cell    415        3080            48.7
Timing Repair Buffer              107        1070            16.9
## per-layer routing
metal | share of wire [%] | GRT usage (%) | vias up
li1 | - | - | 1971
met1 | 46 | 20.0 | 1858
met2 | 47 | 23.5 | 92
met3 | 5.7 | 3.18 | 9
met4 | 1.1 | 1.31 | 0
met5 | 0 | 0 | -
Power figures rest on the tool's default switching activity, not on a simulated workload.
